### design/flow/run.sh
#!/bin/bash
# OpenROAD 26Q1-2900-gdf79404cd8, Yosys 0.63+post, stock flow scripts
make -C /OpenROAD-flow-scripts/flow DESIGN_CONFIG=/design/flow/config.mk WORK_HOME=/design/flow/orfs finish
### design/flow/config.mk
export PLATFORM = sky130hd
export DESIGN_NAME = iv_gt
export DESIGN_NICKNAME = iv_gt
export VERILOG_FILES = /design/flow/design.v
export SDC_FILE = /design/flow/constraint.sdc
export NUM_CORES = 4
export LEC_CHECK = 1
export CORE_UTILIZATION = 30
### design/flow/constraint.sdc
current_design iv_gt

set clk_period 15.3
set clk_io_pct 0.2

create_clock -name clk0 -period $clk_period [get_ports {RN}]
create_clock -name clk1 -period $clk_period [get_ports {clk}]

set non_clock_inputs [all_inputs -no_clocks]
set_input_delay [expr $clk_period * $clk_io_pct] -clock clk0 $non_clock_inputs
set_output_delay [expr $clk_period * $clk_io_pct] -clock clk0 [all_outputs]
### design/flow/design.v
module iv_gt(clk,RN,NPC,WB_OUT);
input clk;
input RN;
integer k;
wire  EX_MEM_COND ;
reg 
BR_EN;
reg[31:0] 
IF_ID_IR,
IF_ID_NPC;                                
reg[31:0] 
ID_EX_A,
ID_EX_B,
ID_EX_RD,
ID_EX_IMMEDIATE,
ID_EX_IR,ID_EX_NPC;      
reg[31:0] 
EX_MEM_ALUOUT,
EX_MEM_B,EX_MEM_IR;                        
parameter 
ADD=3'd0,
SUB=3'd1,
AND=3'd2,
OR=3'd3,
XOR=3'd4,
SLT=3'd5,
ADDI=3'd0,
SUBI=3'd1,
ANDI=3'd2,
ORI=3'd3,
XORI=3'd4,
LW=3'd0,
SW=3'd1,
BEQ=3'd0,
BNE=3'd1,
SLL=3'd0,
SRL=3'd1;
parameter 
AR_TYPE=7'd0,
M_TYPE=7'd1,
BR_TYPE=7'd2,
SH_TYPE=7'd3;
reg[31:0] 
MEM_WB_IR,
MEM_WB_ALUOUT,
MEM_WB_LDM;                      
output reg [31:0]WB_OUT,NPC;
reg [31:0]REG[0:31];                                               
reg [31:0]MEM[0:31];                                             
reg [31:0]DM[0:31];   
always @(posedge clk or posedge RN) begin
    if(RN) begin
    NPC<= 32'd0;
    BR_EN<= 1'd0; 
    REG[0] <= 32'h00000000;
    REG[1] <= 32'd1;
    REG[2] <= 32'd2;
    REG[3] <= 32'd3;
    REG[4] <= 32'd4;
    REG[5] <= 32'd5;
    REG[6] <= 32'd6;
    end
    else begin
    NPC <= BR_EN ? EX_MEM_ALUOUT : NPC +32'd1;
    BR_EN <= 1'd0;
    IF_ID_IR <=MEM[NPC];
    IF_ID_NPC <=NPC+32'd1;
    end
end
always @(posedge RN) begin
MEM[0] <= 32'h02208300;          
MEM[1] <= 32'h02209380;          
MEM[2] <= 32'h0230a400;          
MEM[3] <= 32'h02513480;          
MEM[4] <= 32'h0240c500;          
MEM[5] <= 32'h02415580;          
MEM[6] <= 32'h00520600;          
MEM[7] <= 32'h00209181;          
MEM[8] <= 32'h00208681;          
MEM[9] <= 32'h00f00002;          
MEM[25] <= 32'h00210700;          
end
always @(posedge clk) begin
ID_EX_A <= REG[IF_ID_IR[19:15]];
ID_EX_B <= REG[IF_ID_IR[24:20]];
ID_EX_RD <= REG[IF_ID_IR[11:7]];
ID_EX_IR <= IF_ID_IR;
ID_EX_IMMEDIATE <= {{20{IF_ID_IR[31]}},IF_ID_IR[31:20]};
ID_EX_NPC<=IF_ID_NPC;
end
always@(posedge clk) begin
EX_MEM_IR <=  ID_EX_IR;
case(ID_EX_IR[6:0])
AR_TYPE:begin
    if(ID_EX_IR[31:25]== 7'd1)begin
    case(ID_EX_IR[14:12])
    ADD:EX_MEM_ALUOUT <= ID_EX_A + ID_EX_B;
    SUB:EX_MEM_ALUOUT <= ID_EX_A - ID_EX_B;
    AND:EX_MEM_ALUOUT <= ID_EX_A & ID_EX_B;
    OR :EX_MEM_ALUOUT <= ID_EX_A | ID_EX_B;
    XOR:EX_MEM_ALUOUT <= ID_EX_A ^ ID_EX_B;
    SLT:EX_MEM_ALUOUT <= (ID_EX_A < ID_EX_B) ? 32'd1 : 32'd0;
    endcase
    end
    else begin
        case(ID_EX_IR[14:12])
        ADDI:EX_MEM_ALUOUT <= ID_EX_A + ID_EX_IMMEDIATE;
        SUBI:EX_MEM_ALUOUT <= ID_EX_A - ID_EX_IMMEDIATE;
        ANDI:EX_MEM_ALUOUT <= ID_EX_A & ID_EX_B;
        ORI:EX_MEM_ALUOUT  <= ID_EX_A | ID_EX_B;
        XORI:EX_MEM_ALUOUT <= ID_EX_A ^ ID_EX_B;
        endcase
    end
end
M_TYPE:begin
    case(ID_EX_IR[14:12])
    LW  :EX_MEM_ALUOUT <= ID_EX_A + ID_EX_IMMEDIATE;
    SW  :EX_MEM_ALUOUT <= ID_EX_IR[24:20] + ID_EX_IR[19:15];
    endcase
end
BR_TYPE:begin
    case(ID_EX_IR[14:12])
    BEQ:begin 
    EX_MEM_ALUOUT <= ID_EX_NPC+ID_EX_IMMEDIATE;
    BR_EN <= 1'd1 ? (ID_EX_IR[19:15] == ID_EX_IR[11:7]) : 1'd0;
end
BNE:begin 
    EX_MEM_ALUOUT <= ID_EX_NPC+ID_EX_IMMEDIATE;
    BR_EN <= (ID_EX_IR[19:15] != ID_EX_IR[11:7]) ? 1'd1 : 1'd0;
end
endcase
end
SH_TYPE:begin
case(ID_EX_IR[14:12])
SLL:EX_MEM_ALUOUT <= ID_EX_A << ID_EX_B;
SRL:EX_MEM_ALUOUT <= ID_EX_A >> ID_EX_B;
endcase
end
endcase
end
always@(posedge clk) begin
MEM_WB_IR <= EX_MEM_IR;
case(EX_MEM_IR[6:0])
AR_TYPE:MEM_WB_ALUOUT <=  EX_MEM_ALUOUT;
SH_TYPE:MEM_WB_ALUOUT <=  EX_MEM_ALUOUT;
M_TYPE:begin
case(EX_MEM_IR[14:12])
LW:MEM_WB_LDM <= DM[EX_MEM_ALUOUT];
SW:DM[EX_MEM_ALUOUT]<=REG[EX_MEM_IR[11:7]];
endcase
end
endcase
end
always@(posedge clk) begin
case(MEM_WB_IR[6:0])
AR_TYPE:begin 
WB_OUT<=MEM_WB_ALUOUT;
REG[MEM_WB_IR[11:7]]<=MEM_WB_ALUOUT;
end
SH_TYPE:begin
WB_OUT<=MEM_WB_ALUOUT;
REG[MEM_WB_IR[11:7]]<=MEM_WB_ALUOUT;
end
M_TYPE:begin
case(MEM_WB_IR[14:12])
LW:begin
WB_OUT<=MEM_WB_LDM;
REG[MEM_WB_IR[11:7]]<=MEM_WB_LDM;
end
endcase
end
endcase
end
endmodule
==> run summary <==
Implementation status.

- The routed design shows a via density per instance of 5.62.
- The clock tree from TritonCTS is built.
- The number of top-level design ports is approximately 66.
- For this sky-water flow run, the detailed-routed wirelength per cell is reported as around 29 um.
- On the reported timing paths, the clock transition at the registers reads roughly 60 ps.
- The first global-routing pass estimated about 350000 um of wire.
- The layout summary lists the proportion of cells stronger than drive strength 1 as between 10% and 20%.
- The min-delay analysis places its worst path in the category clk2reg.
- The number of cells produced by synthesis is a little under 5k.
- In the global route stage, met3 resource usage came out at between 15 and 20%.
- The post-place instance area is about 78000 um2.
- Total power normalized to cell area comes to between 100 and 150 nW/um2.
- The launching instance or port of the critical path is RN.
- Compared with the post-synthesis result, the final layout area differs by 15.4%.
- The required time at the worst endpoint is listed as between 15000 and 20000 ps.
- The met2 track utilization from global routing is between 20% and 30%.
- In the synthesized netlist the dominant register cell turns out to be edfxtp_1.
- The number of hold buffers added after CTS was 0.
- Entering global routing, the biggest net connects between 100 and 150 pins.
- According to the floorplan report, the die width is a little under 500 um.
- The placer congestion estimate is roughly 1.0.
- The max capacitance violation total is 0.
- The startpoint of the lowest-slack register-to-register path is ID_EX_B[0].
- The clock tree skew after final layout is 60.8 ps.
- Post-CTS timing repair inserted 0 buffers for setup.
- Counting cells, the worst reg-to-reg path comes to 13.
- Per the OpenROAD power report, leakage power amounts to roughly 0.029 uW.
- The startpoint of the tightest hold check path is RN.
- The core region is between 200000 and 250000 um2.
- The checks that failed: negative hold slack.
- For the final routed database, the setup TNS stands at 0 ps.
- The transition time recorded at the tightest slew-check pin is about 920 ps.
- The chip area from the yosys synthesis statistics is 73300 um2.
- The register bit total from synthesis is between 1.5k and 2k.
- The worst setup path is of the clk2reg kind.
- The endpoint of the worst hold path is reported as IF_ID_NPC[8].
- The element type at the critical path start is a clock port.
- The quantity of I/O buffers inserted on ports is between 60 and 70.
- The initial antenna violation count is 8.
- The final hold slack is -268 ps.
- After clock tree synthesis, the repair step resized 0 gates.
- In the post-route report, total wirelength is listed as 242000 um.
- The type of destination of the critical path is a register.
- The layer flagged by global routing as most heavily used is met2.
- The synthesis report lists the Yosys warning total as 1125.
- The biggest fanout along the worst timing path is 12.
- The peak supply drop is between 0.1 and 0.15 mV.
- OpenROAD emitted warnings numbering ~180.
- In this run the mean area of a mapped cell was approximately 15 um2.
- The sequential area share after synthesis is about two thirds.
- At the floorplan stage, the core utilization is reported as 30.1%.
- The number of iterations in the first detailed-routing pass is 9.
- The post-detailed-placement half-perimeter wirelength is around 150000 um.
- The met1 demand-to-capacity share in global routing is between 20% and 30%.
- Across all layers, the routed design uses approximately 47k vias.
- Yosys reported that registers with async set or reset make up 1.94%.
- The number of remaining DRC errors is 0.
- The flow ran to the end, but the final reports show violations.
- Setup repair after global routing left no endpoint under its margin.
- Looking at the reg2reg group, the worst path ends at EX_MEM_ALUOUT[20].
- The number of flops mapped to enable cells by yosys is 1488.
- In the final report, the number of endpoints failing setup comes to 0.
- In this run the register-to-register setup slack is roughly 11000 ps.
- The violation tally recorded at the end of detailed-routing iteration 0 is 4511.
- Per the final report, max-transition violations number 0.
- For this design, Yosys synthesis ends with a cell count of approximately 5k.
- The worst max-slew margin expressed relative to the limit is between 30% and 40%.
- The via count of the first global-routing pass is slightly below 50k.
- The vertical die dimension reported for this design is ~500 um.
- The mapped netlist covers around 73000 um2.
- The total track usage is between 20% and 30%.
- The aggregate global routing overflow is 0.
- The area of all placed cells without fillers is roughly 85000 um2.
- For the worst setup path, the data arrival time is slightly above 8000 ps.
- Counting instances, the worst hold path has a depth of 3.
- The number of different library cells used by synthesis comes to roughly 110.
- The site row count is 181.
- The tally of nets with antenna violations remaining after routing is 0.
- The overall die size recorded for this design is 246000 um2.
- The final hold violation count recorded for this run is 48.
-- state kept, by name, indices dropped and copies added (netlist names), 16 cells and up --
name / count
WB_OUT: 32
EX_MEM_ALUOUT: 32
DM: 1024
ID_EX_B: 32
ID_EX_A: 32
IF_ID_NPC: 32
NPC: 32
REG: 288
IF_ID_IR: 16
MEM_WB_LDM: 32
ID_EX_NPC: 32
MEM_WB_ALUOUT: 32
-- synth_stat cells, drive strengths merged, types with 26 or more instances --
library cell  instances  area, um2
a211oi               56        420
a22o                 65        569
ha                  120       1500
clkbuf              250       1050
a221oi               86        753
nand2b               29        189
and3                 26        165
dfrtp                32        801
dfxtp               130       2600
a31oi                29        181
inv                 133        499
edfxtp             1488      44700
o211ai               27        216
buf                  90        404
nor2                294       1110
nor3                 78        390
nor2b                27        176
a222oi               61        611
a21oi               194        975
and2                 41        257
a22oi               218       1640
xnor2                89        780
mux2i                69        691
nand3               137        686
nor4                 33        206
mux2                 48        541
nand2               180        676
mux4                288       6490
o21ai               127        643
nand4                68        432
-- layout by cell type (no fill, tap or decap), drive strengths merged, types with 64 or more instances in the layout --
cell type      synthesis  routed
a22o                  65      65
edfxtp              1488    1488
buf                   90     191
nor2                 294     294
xnor2                 89      89
o21ai                127     127
nand4                 68      68
a21oi                194     194
a22oi                218     218
mux4                 288     288
a221oi                86      86
mux2i                 69      69
inv                  133     228
nand3                137     137
nand2                180     180
clkbuf               250     219
ha                   120     120
nor3                  78      78
dfxtp                130     130
clkinv                 1      78
clkdlybuf4s50          0      64
-- report_power, final --
| group | total [uW] | internal [uW] | switching [uW] |
|---|---|---|---|
| Sequential | 4870 | 4870 | 0 |
| Combinational | 0.00731 | 0 | 0 |
| Clock | 4390 | 2440 | 1950 |
-- stage by stage --
stage / total power [uW] / util [%] / setup slack (ps) / hold slack (ps) / cells
3_3_place_gp: 5030 / 32.3 / 5620 / 317 / 7972
6_report: 9260 / 34.8 / 7730 / -268 / 8383
3_5_place_dp: 5030 / 32.3 / 5620 / 312 / 7972
5_1_grt: 9560 / 34.8 / 7740 / -284 / 8381
2_1_floorplan: 5030 / - / 5620 / 310 / 4855
4_1_cts: 9350 / 34.8 / 7780 / -318 / 8381
-- critical path, stage by stage --
cell	delay, ps
clkbuf_16	160
clkbuf_16	180
inv_1	70
-- routing by layer --
layer	part of all wire, %	wire length (um)	up-vias
met3	17	42100	495
met2	45	108000	3435
met1	34	82800	23200
met5	0.16	395	-
met4	3.5	8440	22
li1	-	-	20000
-- worst max path at each step --
stage	to
final	IF_ID_NPC[15]
after CTS	IF_ID_NPC[15]
after global routing	IF_ID_IR[10]
-- cells by family (layout without fill, tap and decap cells) --
group                      Yosys count  in the layout  synth area share (%)
and+or+nand+nor                    990            990                  6.64
other                                0              2                     0
buffers and inverters              474            798                  2.67
muxes                              405            405                  10.5
xor gates and xnor gates           112            112                  1.34
adders and majority gates          126            126                  2.21
DFF                               1650           1650                  65.6
AOI/OAI and AO/OA                 1098           1098                  11.0
-- area by class of cell --
class	instances	area, um2
Tap cell	3202	4010
Multi-Input combinational cell	2731	23700
Antenna cell	2	5.00
Sequential cell	1650	48100
Inverter	133	499
Timing Repair Buffer	255	2110
Clock inverter	191	1410
Clock buffer	219	4710
Fill cell	22800	158000
No activity file was given, so power comes from the tool's default toggle rates.
